File: flow/run.sh
#!/bin/bash
# OpenROAD 26Q1-2900-gdf79404cd8, Yosys 0.63+post, stock flow scripts
make -C /OpenROAD-flow-scripts/flow DESIGN_CONFIG=/design/flow/config.mk WORK_HOME=/design/flow/orfs finish
File: flow/constraint.sdc
current_design register_file

set clk_period 3.3
set clk_io_pct 0.2

create_clock -name clk0 -period $clk_period [get_ports {clk}]

set non_clock_inputs [all_inputs -no_clocks]
set_input_delay [expr $clk_period * $clk_io_pct] -clock clk0 $non_clock_inputs
set_output_delay [expr $clk_period * $clk_io_pct] -clock clk0 [all_outputs]
File: flow/config.mk
export PLATFORM = sky130hd
export DESIGN_NAME = register_file
export DESIGN_NICKNAME = register_file
export VERILOG_FILES = /design/flow/design.v
export SDC_FILE = /design/flow/constraint.sdc
export NUM_CORES = 4
export LEC_CHECK = 1
export CORE_UTILIZATION = 30
File: flow/design.v
module register_file #(parameter REG_WIDTH = 3, DATA_WIDTH = 16, NUM_REGS = 8)(
    input wire clk,
    input wire rst,    
    input [3:0]opcode,  
    input [15:0] currentPC,
    output reg [15:0] PCout,
    input wire [REG_WIDTH-1:0] rd,   
    input wire [REG_WIDTH-1:0] rs1,  
    input wire [REG_WIDTH-1:0] rs2,  
    input wire [DATA_WIDTH-1:0] write_data,   
    input wire reg_write,   
    output reg [DATA_WIDTH-1:0] read_data1,
    output reg [DATA_WIDTH-1:0] read_data2
);
    reg [DATA_WIDTH-1:0] regs [0:NUM_REGS-1];
    initial begin
        regs[1] = 16'h0001;  
        regs[2] = 16'h0002;  
        regs[3] = 16'h0003;  
        regs[4] = 16'h0004;  
        regs[5] = 16'h0005;  
        regs[6] = 16'h0006;  
    end
    always @(posedge clk or posedge rst) begin	   
        if (rst) begin
            regs[0] <= 16'h0000;
            regs[1] <= 16'h0001;  
            regs[2] <= 16'h0002;  
            regs[3] <= 16'h0003;  
            regs[4] <= 16'h0004;  
            regs[5] <= 16'h0005;  
            regs[6] <= 16'h000f;  
            regs[7] <= 16'h0000;  
        end else if (reg_write) begin
            regs[rd] <= write_data;
        end	else if (opcode == 4'b0110)begin
			regs[7]	<= currentPC;  
			PCout = currentPC;
			end
    end
    always @(*) begin
        read_data1 = regs[rs1];
        read_data2 = regs[rs2];
		if (opcode==4'b1110)begin
			PCout = regs[7];									   
		end 
    end
endmodule
==> qor.tcl <==
set qor(top_cells_by_area) {dfrtp_1 (37%), mux2_2 (22%), mux2i_1 (6.4%)}
set qor(count_of_library_flops_with_an_enable_pin) 16
set qor(synth-area-yosys_mm2) 0.00795
set qor(stop_stage) {synthesis}
set qor(synth_top_area_share_pct) 36.8
set qor(synthArstFlopShare_pct) 80.0
set qor(top_area_cell) {dfrtp_1}
set qor(synthesis.yosys.warnings) 2
set qor(synthFlopType) {dfrtp_1}
set qor(yosys.cell_types.count) 42
set qor(run_status) {stopped before the end}
set qor(synth-cells-yosys) 629
set qor(error) {ERROR: Found 16 problems in 'check -assert'.}
set qor(numSynthFlops) 160
==> Yosys cell counts, types with 2 or more instances <==
cell and n:
a211oi_1 13, a21oi_1 13, a221oi_1 5, a22oi_1 12, a31oi_1 12, a32oi_1 12
buf_1 3, buf_2 16, buf_4 8, buf_6 3, clkbuf_1 18, dfrtp_1 117
dfstp_2 11, dlxtn_1 16, edfxtp_1 16, inv_1 6, mux2_2 156, mux2i_1 51
nand2_1 14, nand2b_1 22, nand4b_2 2, nor2_1 17, nor2b_1 2, nor3_2 2
nor3b_1 26, nor3b_4 2, o22a_1 15, o22ai_1 19, o2bb2ai_1 3, o32a_1 4
or3_1 2
==> cell families after synthesis <==
| kind of cell | synth area share (%) |
|---|---|
| buf+inv | 3.46 |
| flops | 46.5 |
| compound gates | 10.4 |
| latches | 3.02 |
| mux | 28.8 |
| simple gates | 7.79 |
