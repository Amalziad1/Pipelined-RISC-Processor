==> design/flow/design.v <==
module alu (
    input [15:0] A,          
    input [15:0] B,          
    input [2:0] ALUOp,       
    output reg [15:0] Result,  
);
localparam ADD = 3'b000;
localparam SUB = 3'b001;
localparam AND = 3'b010;
localparam OR  = 3'b011;
localparam NOP = 3'b101; 
reg [16:0] temp_result;  
reg signed [15:0] signed_A, signed_B;
always @(*) begin
    Result = 16'b0;
    signed_A = A;
    signed_B = B;
    case (ALUOp)
        ADD: begin
            temp_result = A + B;
            Result = temp_result[15:0];
        end
        SUB: begin
            temp_result = A - B;
            Result = temp_result[15:0];
        end
        AND: begin
            Result = A & B;
        end
        OR: begin
            Result = A | B;
        end
        NOP: begin
            Result = 16'b0;
        end
        default: begin
            Result = 16'b0;
        end
    endcase
end
endmodule
==> design/flow/run.sh <==
#!/bin/bash
# OpenROAD 26Q1-2900-gdf79404cd8, Yosys 0.63+post, stock flow scripts
make -C /OpenROAD-flow-scripts/flow DESIGN_CONFIG=/design/flow/config.mk WORK_HOME=/design/flow/orfs finish
==> design/flow/config.mk <==
export PLATFORM = sky130hd
export DESIGN_NAME = alu
export DESIGN_NICKNAME = alu
export VERILOG_FILES = /design/flow/design.v
export SDC_FILE = /design/flow/constraint.sdc
export NUM_CORES = 4
export LEC_CHECK = 1
export CORE_AREA = 10 10 86 86
export DIE_AREA = 0 0 96 96
==> design/flow/constraint.sdc <==
current_design alu

set clk_period 11.8
set clk_io_pct 0.2

create_clock -name clk0 -period $clk_period

set non_clock_inputs [all_inputs -no_clocks]
set_input_delay [expr $clk_period * $clk_io_pct] -clock clk0 $non_clock_inputs
set_output_delay [expr $clk_period * $clk_io_pct] -clock clk0 [all_outputs]
==> out/metrics.yaml <==
finalMaxSlewViolations: 0
ant_nets: 0
highest_layer: "met3"
clock_buffer_count: 0
yosys_cells: 234
netlist-cell-type-count: 49
core_area_um2: 5540
status: "finished clean"
final_cell_mix: "51 x clkdlybuf4s50_1, 29 x a21oi_1, 25 x nor2_1"
placementRows: 27
ys_sh_xor_pct: 8.90
final.min_clock_period_ns: 9.00
synthTopLogicFamily: "AND-OR/OR-AND gates"
die_area_um2: 9220
pre_cts_slack_ns: 2.81
irDropWorstVdd_uv: 24.4
cp.required_ns: 9.44
path_class: "input pin to primary output"
fp_util_pct: 28.4
ff_latch_area_um2: 0
io_buffers: 51
powerDensity_nw_per_um2: 52.6
setup_tns_ns: 0
yosysSeqAreaShare_pct: 0
power.leakage_nw: 0.793
syn_inst: 234
finalPower_w: 0.000112
syn2layout_area_growth_pct: 35.9
routed_wl_mm: 5.50
vias_per_cell: 5.38
critPathArrivalTime_ns: 6.64
worst_pin_slew_ns: 0.801
fin_crit_sh_pct: 76.3
stdcell_area_um2: 2140
cts_hold_buf: 0
wl_met3_um: 260
path_max_fanout: 20
drtIter0Drc: 116
ios: 51
nFlopsAndLatches: 0
gp_congestion: 0.922
dieHeight_um: 96
crit_path_start_kind: "input pin"
cts_resized: 0
grt_pass1_vias: 1893
crit_top_cell: "clkdlybuf4s50_1"
cp_slowest_cell: "clkdlybuf4s50_1"
rsz0062_at_grt: "no"
avgSynthCellArea_um2: 6.73
track_usage_pct: 12.2
setup_slack_ns: 2.80
muxShareOfSynthArea_pct: 1.35
post_dp_cell_area_um2: 2140
routedWlPerCell_um: 15.9
synth.cellmix.simpleShare_pct: 25.8
post-cts-setup-buffer-count: 0
worst_setup_path_end_kind: "primary output"
ys_sh_aoi_pct: 37.4
setup_viol: 0
nFillCells: 603
dieWidth_um: 96
holdCritPathClass: "input pin to primary output"
drv_cap: 0
met2_length_mm: 2.55
synth_area_um2: 1570
grt_overflow: 0
warnings: 34
antenna_cells: 0
crit_chain: "clkdlybuf4s50_1 -> nor3b_4 -> mux2_2 -> fa_1 -> nand2b_1 -> a21oi_1 -> o311ai_0 -> nor4b_1 -> nor4_1 -> clkdlybuf4s50_1"
final-hold-violation-count: 0
ys_sh_adder_pct: 20.7
logic_area_um2: 1480
drt-pass1-iter-count: 4
lay_top_count: "clkdlybuf4s50_1"
drt-met1-wl_mm: 2.69
crit_family: "buffers and inverters"
slew_headroom_pct: 46.4
fin_util_pct: 38.6
drive_above_1_share_pct: 3.65
grt_pass1_wl_mm: 9.27
fmax_ghz: 0.111
crit_path_max_incr_delay_ns: 0.99
num_vias: 1860
drc: 0
crit_buf_inv: 2
yosys_warnings: 1
grt_max_degree: 25
hpwl_mm: 4.41
yosys_area_um2: 1570
antenna_found_initial: 0
-- cell type report --
cell class                      instances  area share [%]
Inverter                               11            1.93
Tap cell                               72            4.21
Multi-Input combinational cell        210            69.3
Timing Repair Buffer                   53            24.6
-- worst paths after layout --
| check | from | endpoint | slack (ns) | cells past startpoint |
|---|---|---|---|---|
| max | ALUOp[0] | Result[14] | 2.80 | 10 |
| min | A[2] | Result[2] | 5.74 | 4 |
-- metal layers --
| layer | GRT usage [%] | vias to the layer above |
|---|---|---|
| met2 | 20.5 | 49 |
| met5 | 0 | - |
| li1 | - | 977 |
| met4 | 0.369 | 0 |
| met1 | 17.4 | 834 |
| met3 | 1.02 | 0 |
-- tightest hold or removal path, delay by kind of cell --
| family | cells | cell delay (ns) |
|---|---|---|
| buf+inv | 2 | 0.86 |
| compound gates | 1 | 0.09 |
| simple gates | 1 | 0.08 |
-- power breakdown --
part	total [W]	internal, W	switching (W)	leakage, nW
combinational	0.000112	0.0000562	0.0000563	0.793
clock	0	0	0	0
sequential	0	0	0	0
-- metrics by stage --
stage	cells	hold slack, ns
after floorplan	234	4.82
after global placement	346	5.75
after detailed placement	346	5.75
after CTS	346	5.76
after global routing	346	5.84
final	346	5.74
-- cell usage after synthesis (all sizes together) (3+ instances only) --
cell type	count	area share, %
o21ai	13	4.1
a21oi	29	9.2
ha	18	14
a21o	5	2.4
nand2b	5	2.0
a31o	3	1.7
nand2	9	2.1
and3	4	1.6
a31oi	5	2.0
nand3	3	0.95
nor4	6	3.2
nor3	7	2.2
xnor2	15	8.3
nor2b	3	1.2
o21a	3	1.4
nand4	3	1.2
a311oi	3	1.7
nor2	25	6.0
clkbuf	11	2.6
a2111oi	3	1.7
o211ai	5	2.4
inv	11	2.6
a211oi	9	4.3
or3	3	1.2
maj3	8	5.1
-- logic make-up (layout without fill, tap and decap cells) --
kind of cell    after synthesis  after routing
xor+xnor                     16             16
buf+inv                      24             64
compound gates               90             90
simple gates                 75             75
fa+ha+maj                    27             27
mux                           2              2
Power and IR drop assume default switching activity.
