`design/flow/run.sh`:
```
#!/bin/bash
# OpenROAD 26Q1-2900-gdf79404cd8, Yosys 0.63+post, stock flow scripts
make -C /OpenROAD-flow-scripts/flow DESIGN_CONFIG=/design/flow/config.mk WORK_HOME=/design/flow/orfs finish
```
`design/flow/constraint.sdc`:
```
current_design ByteAddressableMemory

set clk_period 9.9
set clk_io_pct 0.2

create_clock -name clk0 -period $clk_period [get_ports {clk}]

set non_clock_inputs [all_inputs -no_clocks]
set_input_delay [expr $clk_period * $clk_io_pct] -clock clk0 $non_clock_inputs
set_output_delay [expr $clk_period * $clk_io_pct] -clock clk0 [all_outputs]
```
`design/flow/config.mk`:
```
export PLATFORM = sky130hd
export DESIGN_NAME = ByteAddressableMemory
export DESIGN_NICKNAME = ByteAddressableMemory
export VERILOG_FILES = /design/flow/design.v
export SDC_FILE = /design/flow/constraint.sdc
export NUM_CORES = 4
export LEC_CHECK = 1
export CORE_UTILIZATION = 40
```
`design/flow/design.v`:
```
module ByteAddressableMemory (
    input wire clk,
    input wire reset,
    input wire [15:0] address,
    input wire [15:0] data_in,
    input wire mem_write,
    input wire mem_read,
    output reg [15:0] data_out
);
    reg [7:0] memory [0:255];
    always @(posedge clk) begin	 
        if (reset) begin
            for (int i = 0; i < 256; i = i + 1) begin
                memory[i] <= 8'b0;
            end		 
			memory[0] = 8'h11;
	        memory[1] = 8'h22;
	        memory[2] = 8'h33;
	        memory[3] = 8'h44;
        end else begin
            if (mem_write) begin
                memory[address] <= data_in[7:0];        
                memory[address + 1] <= data_in[15:8];   
            end
            if (mem_read) begin
                data_out <= {memory[address + 1], memory[address]};
            end
        end
    end
endmodule
```
==> results_slide.txt <==
Key Metrics from the Run

Status
  – Outcome: stopped before the end
  – Step where the flow halted: 5_1_grt
  – Error message: [ERROR GRT-0116] Global routing finished with congestion. Check the congestion regions in the DRC Viewer.

Yosys
  – Distinct lib cells used: around 90
  – Area figure in the yosys stat output: ~120000 sq um
  – Number of flops mapped to enable cells by yosys: 16
  – Synthesized area divided by synthesized cell count: between 7 and 8 sq um
  – Proportion of synthesized flip-flops having asynchronous set or reset: 0%
  – Synth Seq Share: a little over a third
  – Yosys warnings: 2
  – Yosys stat cell total: between 15000 and 20000
  – Synthesized netlist cell count: between 15000 and 20000
  – Main synth FF type: sky130_fd_sc_hd__dfxtp_1
  – Cell Area, Synth: about 120000 sq um
  – Yosys reg bits: 2064

Clock tree
  – Post-cts gate resize count: 0
  – Root Buffer: sky130_fd_sc_hd__clkbuf_16
  – CTS max path bufs: 4
  – CTS Sinks: 2064
  – Setup bufs post-CTS: 0
  – Hold buffer count at cts: 0
  – Number of buffers inserted during clock tree synthesis: roughly 240
  – CTS HTree Levels: 4

Place
  – Worst slack at placement: about 2.2 ns
  – Post-DP HPWL: 1100000 microns
  – Input/output buffers: between 40 and 50
  – Placer congestion estimate: between 1.5 and 2

Die
  – Number of top-level design ports: between 50 and 60
  – Overall die height: around 550 microns
  – Initial Util: about 40%
  – Width of the chip: around 550 microns
  – Row count: 199

Global routing
  – Overflow left after global routing: ~35000
  – Via count of the first global-routing pass: about 180k
  – Maximum number of pins on one net before global-route repair: 149
  – GRT Util Overall: 108%
  – Global-route wire length before repair: approximately 2100000 microns
[cell families after synthesis]
family	after synthesis	share of synthesized area (%)
multiplexers	440	3.73
buffers and inverters	1921	6.71
flip-flops	2064	34.8
XOR/XNOR	2	0.0147
AND-OR/OR-AND	5415	33.9
AND/OR/NAND/NOR	6010	20.8
[through the flow]
step	area, sq um	cells	hold WS [ns]	total power, mW
4_1_cts	138000	19840	0.505	19.9
3_5_place_dp	130000	19392	0.496	10.4
3_3_place_gp	130000	19392	0.489	10.4
2_1_floorplan	119000	15852	0.458	9.39
[cell usage after synthesis, types with 10 or more instances]
master,n,area share [%]
sky130_fd_sc_hd__a2111oi_0,31,0.23
sky130_fd_sc_hd__a211oi_1,412,2.6
sky130_fd_sc_hd__a21oi_1,191,0.80
sky130_fd_sc_hd__a221o_1,11,0.092
sky130_fd_sc_hd__a221oi_1,110,0.81
sky130_fd_sc_hd__a222oi_1,104,0.87
sky130_fd_sc_hd__a22o_1,193,1.4
sky130_fd_sc_hd__a22oi_1,1333,8.4
sky130_fd_sc_hd__a311oi_1,1588,12
sky130_fd_sc_hd__a31oi_1,13,0.068
sky130_fd_sc_hd__a32o_1,19,0.16
sky130_fd_sc_hd__a32oi_1,112,0.82
sky130_fd_sc_hd__and3_1,89,0.47
sky130_fd_sc_hd__and4_1,17,0.13
sky130_fd_sc_hd__buf_1,101,0.32
sky130_fd_sc_hd__buf_2,304,1.3
sky130_fd_sc_hd__buf_4,58,0.37
sky130_fd_sc_hd__buf_6,24,0.23
sky130_fd_sc_hd__clkbuf_1,1419,4.5
sky130_fd_sc_hd__dfxtp_1,2048,34
sky130_fd_sc_hd__edfxtp_1,16,0.40
sky130_fd_sc_hd__inv_1,14,0.044
sky130_fd_sc_hd__mux2i_1,434,3.6
sky130_fd_sc_hd__nand2_1,2513,7.9
sky130_fd_sc_hd__nand2b_1,12,0.063
sky130_fd_sc_hd__nand3_1,164,0.69
sky130_fd_sc_hd__nand4_1,202,1.1
sky130_fd_sc_hd__nand4b_1,10,0.074
sky130_fd_sc_hd__nand4bb_1,10,0.095
sky130_fd_sc_hd__nor2_1,2672,8.4
sky130_fd_sc_hd__nor2_2,20,0.11
sky130_fd_sc_hd__nor2b_1,11,0.058
sky130_fd_sc_hd__nor3_1,62,0.26
sky130_fd_sc_hd__nor4_1,112,0.59
sky130_fd_sc_hd__nor4bb_1,12,0.10
sky130_fd_sc_hd__o211ai_1,19,0.12
sky130_fd_sc_hd__o21ai_0,1043,4.4
sky130_fd_sc_hd__o22a_1,13,0.096
sky130_fd_sc_hd__o22ai_1,138,0.72
sky130_fd_sc_hd__or3_1,11,0.058
sky130_fd_sc_hd__or4_1,34,0.21
[layer usage]
metal,GRT usage [%],overflow
met1,106,7340
met2,124,18550
met3,99.3,4306
met4,96.3,4085
met5,92.0,454
Power and IR drop assume default switching activity.
